### flow/design.v
module key_led_ctrl (
    input            I_clk,      
    input            I_rst_n,    
    input            I_key,      
    output     [4:0] O_led   
);
  reg [4:0] led_r;
  assign    O_led = ~led_r;
  reg [1:0] key_sync;
  wire      key_pos;       
  always @(posedge I_clk or negedge I_rst_n) begin
    if (!I_rst_n)          key_sync <= 2'b00;
    else                   key_sync <= { key_sync[0], I_key };
  end
  assign key_pos = key_sync[0] & ~key_sync[1];
  reg [2:0] press_cnt;
  reg       dir;
  always @(posedge I_clk or negedge I_rst_n) begin
    if (!I_rst_n) begin
      press_cnt <= 3'd0;
      dir       <= 1'b1;
    end
    else if (key_pos) begin
      if (dir) begin
        if (press_cnt == 3'd5) begin
          dir       <= 1'b0;     
          press_cnt <= 3'd4;     
        end
        else begin
          press_cnt <= press_cnt + 1;
        end
      end
      else begin
        if (press_cnt == 3'd0) begin
          dir       <= 1'b1;    
          press_cnt <= 3'd1;     
        end
        else begin
          press_cnt <= press_cnt - 1;
        end
      end
    end
  end
  always @(posedge I_clk or negedge I_rst_n) begin
    if (!I_rst_n)
      led_r <= 5'b00000;
    else
      led_r <= ( (5'd1 << press_cnt) - 1 );
  end
endmodule
### flow/run.sh
#!/bin/bash
# OpenROAD 26Q1-2900-gdf79404cd8, Yosys 0.63+post, stock flow scripts
make -C /OpenROAD-flow-scripts/flow DESIGN_CONFIG=/design/flow/config.mk WORK_HOME=/design/flow/orfs finish
### flow/config.mk
export PLATFORM = sky130hd
export DESIGN_NAME = key_led_ctrl
export DESIGN_NICKNAME = key_led_ctrl
export VERILOG_FILES = /design/flow/design.v
export SDC_FILE = /design/flow/constraint.sdc
export NUM_CORES = 4
export LEC_CHECK = 1
export CORE_AREA = 10 10 70 70
export DIE_AREA = 0 0 80 80
### flow/constraint.sdc
current_design key_led_ctrl

set clk_period 1.7
set clk_io_pct 0.2

create_clock -name clk0 -period $clk_period [get_ports {I_clk}]

set non_clock_inputs [all_inputs -no_clocks]
set_input_delay [expr $clk_period * $clk_io_pct] -clock clk0 $non_clock_inputs
set_output_delay [expr $clk_period * $clk_io_pct] -clock clk0 [all_outputs]
==> flow_metrics.tcl <==
# metrics dict for downstream scripts
set metrics [dict create \
    lay_top_count "dfrtp_1" \
    htree_num_levels 1 \
    worst_pin_slew_ns 0.460 \
    top_area_cell "dfrtp_1" \
    num_vias 275 \
    reg2reg_to "press_cnt[2]$_DFFE_PN0P_" \
    yosys_area_um2 475 \
    grt_start_max_net_pins 12 \
    async_reset_ff_frac 1.00 \
    skew_ns 0.000978 \
    maxCapViolations 0 \
    comb_area_um2 158 \
    grt_pass1_vias 262 \
    drc 0 \
    powerDensity_nw_per_um2 1610 \
    postCtsSetupBuffers 0 \
    cp_cell_sequence "inv_1 -> clkdlybuf4s50_1" \
    num-fill-cells 376 \
    endpoint_kind "output pin" \
    clk_latency_ns 0.26 \
    syn_area_um2 475 \
    outcome "finished, final reports clean" \
    post_drt_via_cell_ratio 2.84 \
    crit_type "flip-flop to output pin" \
    yosysWarnings 1 \
    yosysSeqAreaShare 0.582 \
    n_antenna_cell 0 \
    ys.flops 11 \
    tns_ns 0 \
    r2r_start "press_cnt[0]$_DFFE_PN0P_" \
    setup_violations 0 \
    ys_types 24 \
    min_period_over_period 0.854 \
    place_congestion 0.728 \
    reg2reg_slack_ns 0.44 \
    crit_arrival_ns 1.11 \
    cts_max_path_buffers 2 \
    crit_path_top_delay_cell "clkdlybuf4s50_1" \
    ys_cells 42 \
    area_leaders "dfrtp_1, dfstp_2, inv_1" \
    placementRows 21 \
    drtIter0Drc 15 \
    relSlewSlack 0.692 \
    die_h_um 80 \
    final_cell_mix "dfrtp_1, inv_1, clkdlybuf4s50_1" \
    die_w_um 80 \
    cts.sinks 11 \
    hold_viol 0 \
    tool_warnings 25 \
    seqCellArea_um2 277 \
    flop_cell "dfrtp_1" \
    hold_class "flip-flop to flip-flop" \
    crit_path_max_incr_delay_ns 0.46 \
    hold_path_end "key_sync[1]$_DFF_PN0_" \
    drive_gt1_frac 0.157 \
    fmax_mhz 689 \
    portBuffers 7 \
    drt-pass1-iter-count 4 \
    fp_util 0.139 \
    critPathMaxFanout 1 \
    syn_to_final_growth_pct 29.2 \
    coreArea_um2 3420 \
    synth-edff-count 0 \
    power.total_mw 0.989 \
    antenna_found_initial 0 \
    cp.required_ns 1.36 \
    worstHoldStart "key_sync[0]$_DFF_PN0_" \
    cts_tree "yes" \
    ctsResizeCount 0 \
    cp_top_family "buffers and inverters" \
    rr_worst_depth 3 \
    pin_count 8 \
    cp_num_cells 2 \
    power.leakage_nw 0.270 \
    maxSlewViolCount 0 \
    routed_wl_um 696 \
    cts.clk_slew.worst_paths_ns 0.06 \
    dpl.hpwl_um 527 \
    rsz0062_at_grt "false" \
    holdBufCountCts 0 \
    postRouteAntennaNets 0 \
    critPathLaunchType "flip-flop" \
    grt.overflow.total 0 \
    grtUsageTotal 0.0232 \
    grt_pass1_wl_um 1190 \
    root_buffer "clkbuf_4" \
    top_cell_area_share 0.526 \
    wl_per_cell_um 7.18 \
    holdPathStages 0 \
    chip_area_um2 6400 \
    syn_inst 42 \
    fin_crit_ns 1.45 \
    peakVddDrop_v 0.000314 \
    path_buffers 2 \
    syn_area_per_cell_um2 11.3 \
    cts_made_buffers 3 \
]
-- final cells by class --
cell class / instances / area share
Clock buffer: 4 / 0.0428
Inverter: 7 / 0.0428
Multi-Input combinational cell: 22 / 0.257
Sequential cell: 11 / 0.450
Tap cell: 46 / 0.0937
Timing Repair Buffer: 7 / 0.114
-- cell usage after synthesis (2+ instances only) --
| cell | number |
|---|---|
| inv_1 | 7 |
| dfrtp_1 | 10 |
| a21oi_1 | 2 |
| xor2_1 | 2 |
| o31ai_1 | 2 |
-- sequential cells by signal, indices dropped and copies added, names as in the netlist --
register	flops
dir	1
key_sync	2
press_cnt	3
led_r	5
-- per-stage QoR --
| stage | area, µm² | utilization | instances | hold WS (ns) | setup slack [ns] |
|---|---|---|---|---|---|
| final | 614 | 0.180 | 97 | 0.377 | 0.248 |
| after floorplan | 475 | - | 42 | 0.0444 | 0.487 |
| after CTS | 614 | 0.180 | 97 | 0.379 | 0.225 |
| after global routing | 614 | 0.180 | 97 | 0.398 | 0.170 |
| after detailed placement | 588 | 0.172 | 93 | 0.362 | 0.455 |
| after global placement | 588 | 0.172 | 93 | 0.360 | 0.464 |
-- per-layer routing --
layer  track usage  share of wire  vias up  wire length, µm
li1              -              -      150                -
met5             0              0        -                0
met3        0.0182           0.10        0               72
met1        0.0322           0.53      115              368
met4       0.00528              0        0                0
met2        0.0265           0.37       10              255
-- kinds of logic after synthesis --
family | synth area share
AND-OR/OR-AND | 0.108
XOR/XNOR | 0.0553
adder cells (fa/ha/maj) | 0.0263
buffers and inverters | 0.0868
flip-flops | 0.582
AND/OR/NAND/NOR | 0.142
-- worst reg2reg max path, cell delays in order, from the launching register on --
cell and delay (ns):
dfrtp_1 0.46, and2_4 0.20, ha_1 0.26, o32ai_1 0.25
-- report_power, final --
part | leakage, nW | internal [mW] | switching, mW
Clock | 0.0150 | 0.0905 | 0.0770
Sequential | 0.127 | 0.372 | 0.0876
Combinational | 0.128 | 0.240 | 0.122
Total | 0.270 | 0.703 | 0.286
-- how the worst max path moves through the flow --
stage                 startpoint  endpoint  slack, ns
finish        led_r[1]$_DFF_PN0_  O_led[1]       0.25
global route  led_r[1]$_DFF_PN0_  O_led[1]       0.17
CTS           led_r[2]$_DFF_PN0_  O_led[2]       0.23
No activity file was given, so power comes from the tool's default toggle rates.
